==> design.v <==
module controledisplay (  
	input [3:0] A,
	output [6:0] du, dd
);
assign du[0] = ~A[2] & ~A[0] | ~A[3] & A[1] | A[2] & A[0] | A[3] & ~A[1];
assign du[1] = ~A[2] | ~A[1] & ~A[0] | ~A[3] & A[1] & A[0] | A[3] & ~A[1] | A[3] & ~A[0];
assign du[2] = ~A[3] & ~A[1] | A[0] | A[2] & A[1] | A[3] & ~A[2];
assign du[3] = ~A[2] & ~A[0] | ~A[3] & ~A[2] & A[1] | ~A[3] & A[1] & ~A[0] | A[2] & ~A[1] & A[0] | A[3] & ~A[1] | A[3] & A[2] & A[0];
assign du[4] = ~A[2] & ~A[0] | ~A[3] & A[1] & ~A[0] | A[3] & ~A[1] & ~A[0];
assign du[5] = ~A[3] & ~A[1] & ~A[0] | ~A[3] & A[2] & ~A[1] | ~A[3] & A[2] & ~A[0] | A[3] & ~A[2] & ~A[1] | A[3] & ~A[2] & ~A[0] | A[3] & A[2] & A[1];
assign du[6] = ~A[3] & ~A[2] & A[1] | A[2] & ~A[1] | A[2] & ~A[0] | A[3] & ~A[1] | A[3] & A[2];
assign dd[0] = ~A[3] | ~A[2] & ~A[1];
assign dd[1] = 1;
assign dd[2] = 1;
assign dd[3] = ~A[3] | ~A[2] & ~A[1];
assign dd[4] = ~A[3] | ~A[2] & ~A[1];
assign dd[5] = ~A[3] | ~A[2] & ~A[1];
assign dd[6] = 0;
endmodule 
==> run.sh <==
#!/bin/bash
# OpenROAD 26Q1-2900-gdf79404cd8, Yosys 0.63+post, stock flow scripts
make -C /OpenROAD-flow-scripts/flow DESIGN_CONFIG=/design/flow/config.mk WORK_HOME=/design/flow/orfs finish
==> config.mk <==
export PLATFORM = sky130hd
export DESIGN_NAME = controledisplay
export DESIGN_NICKNAME = controledisplay
export VERILOG_FILES = /design/flow/design.v
export SDC_FILE = /design/flow/constraint.sdc
export NUM_CORES = 4
export LEC_CHECK = 1
export CORE_AREA = 10 10 70 70
export DIE_AREA = 0 0 80 80
==> constraint.sdc <==
current_design controledisplay

set clk_period 1.0
set clk_io_pct 0.2

create_clock -name clk0 -period $clk_period

set non_clock_inputs [all_inputs -no_clocks]
set_input_delay [expr $clk_period * $clk_io_pct] -clock clk0 $non_clock_inputs
set_output_delay [expr $clk_period * $clk_io_pct] -clock clk0 [all_outputs]
==> design notes <==
STA classifies the critical path endpoint as a primary output. The via count of the first global-routing pass came out at 285. The area added between synthesis and finish was 72.5%. Routability-driven placement finished with a final weighted congestion of 0.662. The number of cells in the finished layout apart from fillers is 95, and the initial antenna violation count is 0.

Per the OpenROAD timing report, the critical path contains 4 cells. Counting every instance in the synthesized netlist gives 35. The leakage power figure came out at 0.000180 uW. The area of the mapped netlist is 250 um2, and the post-DP HPWL is 633 um. The type of element launching the critical path was a primary input. The run gives 0.633 for the fraction of final layout cells sized beyond drive strength 1. The synthesized netlist was found by Yosys to have 35 cells. For the yosys warning tally, the log shows 0.

Summing over every cut layer, the via total after detailed routing is 256. Per the run summary, max-cap violations total 0. The run finished, with violations left.

The tools report the cell count after placement as 90. The tools report the logic area as 185 um2. The layout report lists the combined flip-flop and latch area as 0 um2.

Per the placement log, port buffering inserted 15 buffers. STA puts the critical path data arrival time at 0.87 ns. Setup repair after global routing could not meet its margin everywhere. The checks that failed: setup timing. The worst setup margin is -0.0683 ns, and the cell area reported after detailed placement is 398 um2.

The longest incremental delay of any stage on the critical path is reported as 0.25 ns. After detailed routing, the average wire length per cell comes to 8.76 um. Post-layout minimum cycle time: 1.07 ns. The number of routed nets with antenna violations is 0, and the data required time of the worst path is 0.80 ns. According to the floorplan report, the placeable core area is 3420 um2.

In the finished design the tool counted flip-flops and latches totalling 0. The DRC violation count after routing came out at 0. Per the OpenROAD floorplan log, the width of the die is 80 um.

For this run, the detailed router's first-pass iteration total came to 3. In the post-route report, total wirelength is listed as 832 um. In this run, post-CTS hold repair placed 0 buffers.

The tools report the global-route usage over all layers as 0.0252. The violation tally recorded at the end of detailed-routing iteration 0 is 32. The classification of the worst-slack hold path was in -> out.

The number of max-slew violations in the final report was 0. The run gives 0.0733 as the initial cell density of the core. In this run, distinct cell masters in the synthesized netlist total 21. 18 I/O pins were placed. The fraction of the yosys area taken by sequential cells was 0; the post-route cell area was 432 um2.

The slowest stage of the critical path is the dlygate4sd2_1 cell. For the remaining global-route overflow, the log shows 0. The number of cell rows came out at 21.

The last timing report of the flow puts the setup violation total at 4. For the power after layout, the log shows 169 uW. After filler insertion, the fill cell instance count of the layout stands at 397. The kind of critical path is in -> out. The die span in y came out at 80 um. A synthesized cell averages 7.15 um2.

Per the summary, power density relative to cell area is 392 nW/um2. In the final timing run, aggregate negative setup slack is -0.177 ns. The run gives 10 as the pin count of the biggest net entering global routing.

The run gives 2.69 for the vias per cell. With the diode insertion count for antenna repair at 0, the maximum vdd ir drop is 0.0000504 V. The dominant delay contributor by cell family on the critical path is buffers and inverters.

The stat command in Yosys gives a chip area of 250 um2. For reference, the critical path cell chain is buf_4 > xnor2_2 > nand2_2 > dlygate4sd2_1. The warning total across the stage logs was 34; the number of buffers and inverters on the critical path was 2. In the final report, the number of hold violations comes to 0.

Counting the clock-network buffers in the layout gives 0. The area of the die came out at 6400 um2. The number of cells on the worst hold path is 3. The first global-routing pass estimated 1370 um of wire.

The largest fanout on the critical path was 9. The run gives 1.07 for the final worst-path cycle share. Achievable clock frequency: 936 MHz.
## stage by stage
| stage | utilization | setup WS [ns] | hold slack [ns] |
|---|---|---|---|
| CTS | 0.130 | -0.186 | 0.787 |
| floorplan | - | 0.0658 | 0.527 |
| finish | 0.126 | -0.0683 | 0.714 |
| global route | 0.126 | -0.115 | 0.747 |
| detailed placement | 0.116 | -0.997 | 1.56 |
| global placement | 0.116 | -0.992 | 1.55 |
## where the power goes
part           total [uW]  leakage, uW  internal (uW)  switching, uW
Combinational         169     0.000180            100           69.3
Sequential              0            0              0              0
Clock                   0            0              0              0
Total                 169     0.000180            100           69.3
## per-layer routing
| metal | track usage | wire length (um) | vias to the layer above |
|---|---|---|---|
| met5 | 0 | 0 | - |
| met4 | 0 | 0 | 0 |
| met3 | 0.00568 | 72 | 0 |
| met2 | 0.0482 | 419 | 10 |
| met1 | 0.0291 | 341 | 116 |
| li1 | - | - | 130 |
## area by class of cell
| cell class | instances | share of cell area |
|---|---|---|
| Multi-Input combinational cell | 25 | 0.429 |
| Timing Repair Buffer | 23 | 0.429 |
| Tap cell | 46 | 0.133 |
| Inverter | 1 | 0.00870 |
## final timing paths
kind / slack (ns) / startpoint / endpoint
min: 0.71 / A[0] / du[4]
max: -0.07 / A[1] / du[0]
## Yosys cell counts, drive strengths merged, types with 2 or more instances
library cell / instances / area [um2]
xor2: 2 / 25.0
conb: 2 / 7.51
buf: 10 / 86.3
nor2: 2 / 15.0
o21ai: 4 / 20.0
nand3: 3 / 15.0
nand2: 3 / 13.8
## cells in the final DEF, fill, tap and decap left out, types with 2 or more instances in the layout
cell type  instances
buf_12             2
buf_2              5
buf_4              6
buf_6              3
clkbuf_2           5
conb_1             3
nand2_2            2
nand3_1            3
o21ai_1            2
## cells by family (layout without fill, tap and decap cells)
family | count (synthesis) | after routing | synth area share
buffers and inverters | 11 | 24 | 0.360
AND-OR/OR-AND | 7 | 7 | 0.160
other | 2 | 3 | 0.0300
XOR/XNOR | 3 | 3 | 0.165
AND/OR/NAND/NOR | 12 | 12 | 0.285
## what timing repair did
action,4_1_cts,5_1_grt
gates resized,52,19
setup endpoints to repair,11,11
setup buffers,8,0
pin swaps,10,6
endpoints found under the hold margin,0,0
Power figures rest on the tool's default switching activity, not on a simulated workload.
