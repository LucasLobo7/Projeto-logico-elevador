$ cat run.sh
#!/bin/bash
# OpenROAD 26Q1-2900-gdf79404cd8, Yosys 0.63+post, stock flow scripts
make -C /OpenROAD-flow-scripts/flow DESIGN_CONFIG=/design/flow/config.mk WORK_HOME=/design/flow/orfs finish
$ cat config.mk
export PLATFORM = sky130hd
export DESIGN_NAME = estadoclear
export DESIGN_NICKNAME = estadoclear
export VERILOG_FILES = /design/flow/design.v
export SDC_FILE = /design/flow/constraint.sdc
export NUM_CORES = 4
export LEC_CHECK = 1
export CORE_AREA = 10 10 70 70
export DIE_AREA = 0 0 80 80
$ cat constraint.sdc
current_design estadoclear

set clk_period 1.4
set clk_io_pct 0.2

create_clock -name clk0 -period $clk_period

set non_clock_inputs [all_inputs -no_clocks]
set_input_delay [expr $clk_period * $clk_io_pct] -clock clk0 $non_clock_inputs
set_output_delay [expr $clk_period * $clk_io_pct] -clock clk0 [all_outputs]
$ cat design.v
module estadoclear ( 
	input [3:0] a,  
	input clear, pare,
	output [15:0] cl
);
	assign cl[0] = clear & ~(~a[3] & ~a[2] & ~a[1] & ~a[0]);
	assign cl[1] = clear & ~(~a[3] & ~a[2] & ~a[1] & a[0]);
	assign cl[2] = clear & ~(~a[3] & ~a[2] & a[1] & ~a[0]);
	assign cl[3] = clear & ~(~a[3] & ~a[2] & a[1] & a[0]);
	assign cl[4] = clear & ~(~a[3] & a[2] & ~a[1] & ~a[0]);
	assign cl[5] = clear & ~(~a[3] & a[2] & ~a[1] & a[0]);
	assign cl[6] = clear & ~(~a[3] & a[2] & a[1] & ~a[0]);
	assign cl[7] = clear & ~(~a[3] & a[2] & a[1] & a[0]);
	assign cl[8] = clear & ~(a[3] & ~a[2] & ~a[1] & ~a[0]);
	assign cl[9] = clear & ~(a[3] & ~a[2] & ~a[1] & a[0]);
	assign cl[10] = clear & ~(a[3] & ~a[2] & a[1] & ~a[0]);
	assign cl[11] = clear & ~(a[3] & ~a[2] & a[1] & a[0]);
	assign cl[12] = clear & ~(a[3] & a[2] & ~a[1] & ~a[0]);
	assign cl[13] = clear & ~(a[3] & a[2] & ~a[1] & a[0]);
	assign cl[14] = clear & ~(a[3] & a[2] & a[1] & ~a[0]);
	assign cl[15] = clear & ~(a[3] & a[2] & a[1] & a[0]);
endmodule 	
==> impl_metrics.csv <==
group,metric,value,unit
setup_path,critPathTopFamily,"buffers and inverters",
power,power.leakage,0.185,nW
placed_design,dp.cells,91,
power,ir_drop,47.4,uV
synthesis,ys_types,8,
final_layout,drive_gt1_share,44.9,%
final_layout,fillerInstances,404,
final_timing,finalHoldViolCount,0,
routing,totalWireLength,1180,um
synthesis,topCellsByArea,"a21oi_1, a31oi_1, nor2b_2",
floorplanning,chipArea,6400,um^2
routing,vias_per_cell,3.03,
placed_design,portBuffers,21,
setup_path,worstSetupPathType,"in2out",
setup_path,worstSetupStartpoint,"clear",
final_timing,period_used_share,94.7,%
power,p_per_area,259,nW/um^2
final_layout,layout.area.comb,191,um^2
setup_path,crit_top_cell,"buf_4",
final_layout,n_sequential_cell,0,
setup_path,worstSetupStartpointType,"primary input",
synthesis,yosys.area.top_type_share,31.3,%
final_timing,rsz0062_at_grt,"false",
floorplanning,core_area,3420,um^2
outcome,status,"finished, final reports clean",
synthesis,synth_area_per_cell,6.00,um^2
routing,drt_first_iter_violations,29,
final_timing,worstMarginPinSlew,190,ps
placed_design,gp_congestion,0.750,
setup_path,endpoint_kind,"primary output",
global_routing,grt_usage,3.39,%
final_timing,max_freq,755,MHz
final_timing,finalSetupTns,0,ps
synthesis,synth_cells,24,
run,warning_count,33,
final_timing,fin_crit,1330,ps
synthesis,synth_area_leader_cell,"a21oi_1",
setup_path,cp_cell_sequence,"buf_4 -> clkinvlp_4 -> buf_4 -> a31oi_1 -> dlygate4sd2_1",
final_timing,timing.hold.ws,1020,ps
floorplanning,fp.dieH,80,um
setup_path,cp.required,1120,ps
routing,firstDrtPassIters,2,
routing,num_antenna_cells,0,
routing,ant_nets,0,
final_layout,area_growth,228,%
final_layout,nClkBuffers,0,
synthesis,yosys_area,144,um^2
floorplanning,fp_util,4.21,%
final_timing,slew_headroom,87.2,%
floorplanning,rows,21,
floorplanning,ios,22,
global_routing,grt_max_degree,8,
run,maxCapViolCount,0,
routing,wl_per_cell,12.4,um
power,p_total,0.122,mW
worst_hold_path,hp-class,"in2out",
synthesis,ys_sh_simple,30.4,%
synthesis,synthMuxAreaShare,0,%
final_timing,final_max_slew_viol_count,0,
floorplanning,die_x,80,um
clock_network,cts_hold_buffers,0,
final_layout,regArea,0,um^2
synthesis,aoi_share,63.5,%
global_routing,grt_pass1_vias,288,
setup_path,worstPathMaxFanout,4,
global_routing,grt_pass1_wl,1700,um
setup_path,arrival,1050,ps
routing,drc,0,
final_timing,setup_viol,0,
synthesis,yosysWarnings,0,
setup_path,crit_slowest_cell,"dlygate4sd2_1",
synthesis,top_logic_kind,"AND-OR/OR-AND gates",
global_routing,grt-ovfl-total,0,
placed_design,dp_hpwl,876,um
synthesis,xor_share,0,%
setup_path,cp.buffers_inverters,4,
worst_hold_path,hp-start,"a[1]",
synthesis,synth_stat.cells,24,
synthesis,ys_seq_share,0,%
final_layout,finalNonFillerCells,95,
global_routing,antenna_found_initial,0,
synthesis,adder_share,0,%
routing,vias,288,
setup_path,max_stage_delay,220,ps
synthesis,syn_area,144,um^2
[per-stage QoR]
stage / util, % / setup WS, ps / instance area (um^2)
floorplan: - / 497 / 144
CTS: 13.4 / 12.3 / 458
global placement: 12.1 / -620 / 414
global route: 13.8 / 3.10 / 472
detailed placement: 12.1 / -634 / 414
finish: 13.8 / 74.8 / 472
[where the power goes]
| group | internal, mW | leakage, nW | switching [mW] | total, mW |
|---|---|---|---|---|
| Combinational | 0.0659 | 0.185 | 0.0565 | 0.122 |
| Clock | 0 | 0 | 0 | 0 |
| Sequential | 0 | 0 | 0 | 0 |
| Total | 0.0659 | 0.185 | 0.0565 | 0.122 |
[final timing paths]
kind	end	slack, ps	depth (start not counted)
worst max-delay path	cl[13]	70	5
worst min-delay path	cl[3]	1020	3
[cells in the mapped netlist]
cell     instances
a21oi_1          9
and2b_4          1
nor2b_2          3
nor2_1           2
buf_2            1
a31oi_1          6
inv_1            1
a41oi_1          1
[cell usage in the layout (no fill, tap or decap), drive strengths merged]
cell / n
a21oi: 9
and2b: 1
clkinvlp: 2
dlygate4sd2: 16
nor2b: 3
buf: 9
nor2: 2
a31oi: 6
a41oi: 1
[cell families after synthesis]
logic type | count (synthesis)
simple gates | 6
buf+inv | 2
compound gates | 16
[repair_timing]
action	in CTS	in global routing
endpoints found under the hold margin	0	0
pin swaps	2	0
setup buffers	2	1
cloned	1	0
setup endpoints to repair	16	3
gates resized	56	1
[area by class of cell]
type                            count  share of cell area [%]
Timing Repair Buffer               25                    44.0
Multi-Input combinational cell     22                    40.6
Tap cell                           46                    12.2
Inverter                            1                    1.59
Timing Repair inverter              1                    1.59
[metal layers]
layer	share of wire (%)	track usage, %	vias to the layer above
li1	-	-	146
met5	0	0	-
met1	42	4.28	132
met4	0	0	0
met3	7.9	0.909	0
met2	50	5.94	10
Power and IR drop assume default switching activity.
