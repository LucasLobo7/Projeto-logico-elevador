<file path="/design/flow/config.mk">
export PLATFORM = sky130hd
export DESIGN_NAME = detectabotao
export DESIGN_NICKNAME = detectabotao
export VERILOG_FILES = /design/flow/design.v
export SDC_FILE = /design/flow/constraint.sdc
export NUM_CORES = 4
export LEC_CHECK = 1
export CORE_AREA = 10 10 70 70
export DIE_AREA = 0 0 80 80
</file>
<file path="/design/flow/constraint.sdc">
current_design detectabotao

set clk_period 2.8
set clk_io_pct 0.2

create_clock -name clk0 -period $clk_period

set non_clock_inputs [all_inputs -no_clocks]
set_input_delay [expr $clk_period * $clk_io_pct] -clock clk0 $non_clock_inputs
set_output_delay [expr $clk_period * $clk_io_pct] -clock clk0 [all_outputs]
</file>
<file path="/design/flow/design.v">
module detectabotao ( 
input [15:0] B,
output [3:0] andar,
output apertado
);
    assign andar[3] = B[8] | B[9] | B[10] | B[11] | B[12] | B[13] | B[14] | B[15];
    assign andar[2] = B[4] | B[5] | B[6] | B[7] | B[12] | B[13] | B[14] | B[15];
    assign andar[1] = B[2] | B[3] | B[6] | B[7] | B[10] | B[11] | B[14] | B[15];
    assign andar[0] = B[1] | B[3] | B[5] | B[7] | B[9] | B[11] | B[13] | B[15];
    assign apertado = B[0] | andar[0] | andar[1] | andar[2] | andar[3];
endmodule 
</file>
<file path="/design/flow/run.sh">
#!/bin/bash
# OpenROAD 26Q1-2900-gdf79404cd8, Yosys 0.63+post, stock flow scripts
make -C /OpenROAD-flow-scripts/flow DESIGN_CONFIG=/design/flow/config.mk WORK_HOME=/design/flow/orfs finish
</file>
==> impl_metrics.tcl <==
# collected from the flow reports
set metrics [dict create \
    rows 21 \
    syn_to_final_growth_pct 400 \
    vias_per_cell 2.71 \
    maxSlewHeadroom_pct 72.5 \
    fin_crit_sh_pct 96.7 \
    n_fill_cell 394 \
    avgSynthCellArea_um2 6.06 \
    ant_nets 0 \
    grt_pass1_vias 222 \
    syn_area_um2 78.8 \
    vias 228 \
    worstPathArrival_ns 2.15 \
    fmax_mhz 369 \
    dpl.hpwl_um 610 \
    grt_antenna_before_repair 0 \
    die_h_um 80 \
    setup_slack_ns 0.0919 \
    drc 0 \
    p_total_uw 28.7 \
    status "completed" \
    yosys_warnings 0 \
    dieArea_um2 6400 \
    hold_buffers 0 \
    globalRouteTotalUtil_pct 1.85 \
    place_congestion 0.873 \
    synth.distinct_cells 5 \
    whs_ns 1.63 \
    grt_overflow 0 \
    drive_gt1_share_pct 18.4 \
    core_area_um2 3420 \
    yosys_area_um2 78.8 \
    place_ws_ns -0.105 \
    worst_setup_path_end_kind "output pin" \
    drv_slew 0 \
    top_cell_area_share_pct 47.6 \
    top_area_cell "nor4_1" \
    wl_per_cell_um 9.27 \
    hp-class "in -> out" \
    flops 0 \
    wl_um 779 \
    finalCriticalPeriod_ns 2.71 \
    crit_required_ns 2.24 \
    drt_iter0_markers 2 \
    port_buffers 21 \
    synthTopCellsByArea "nor4_1 (48%), nand2_1 (19%), nor4_2 (16%), or4_1 (9.5%), nand2b_1 (7.9%)" \
    hold_viol 0 \
    initCoreUtil_pct 2.31 \
    yosysCellCount 13 \
    io_pins 21 \
    grt_first_pass_wirelength_um 993 \
    peakVddDrop_uv 8.32 \
    nClkBuffers 0 \
    setup_violations 0 \
    hold_depth 5 \
    syn_inst 13 \
    dr.pass1.iters 4 \
    seq_area_um2 0 \
    crit_type "in -> out" \
    tightest_slew_ns 0.409 \
    p_leak_nw 0.146 \
    die_w_um 80 \
    p_per_area_nw_per_um2 72.7 \
    start_kind "primary input" \
    drv_cap 0 \
    ys_seq_share_pct 0 \
    grt_max_degree 4 \
    critPathMaxFanout 2 \
    antenna_cells_inserted 0 \
    lay_top_count "clkdlybuf4s50_1" \
    warnings 32 \
]
## stage by stage
stage,util [%],area [µm²],TNS (ns),cells
floorplan,-,78.8,0,13
CTS,11.1,378,0,84
global placement,10.4,354,-0.111,81
detailed placement,10.4,354,-0.105,81
finish,11.5,394,0,84
global route,11.5,394,-0.0651,84
## final cells by class
type	instances	area [µm²]	share of cell area, %
Timing Repair Buffer	25	245	62.2
Tap cell	46	57.6	14.6
Multi-Input combinational cell	13	91.3	23.2
## worst max-delay path, stage by stage
cell	delay [ns]
clkdlybuf4s50_1	0.43
nor4_1	0.43
nand2b_1	0.09
or4_1	0.39
dlygate4sd2_1	0.25
## final timing paths
check / from / endpoint / slack, ns
setup / recovery: B[5] / apertado / 0.09
hold / removal: B[8] / apertado / 1.63
## per-layer routing
layer,vias up,routed length [µm],global-route usage (%)
met5,-,0,0
met2,24,188,2.33
li1,106,-,-
met1,98,445,3.10
met3,0,144,0.455
met4,0,0,0
## repair_timing
| action | in CTS | in global routing |
|---|---|---|
| buffers inserted | 3 | 0 |
| endpoints found under the setup margin | 1 | 2 |
| resized | 5 | 5 |
| pin swaps | 3 | 2 |
| cloned | 0 | 0 |
## synth_stat cells (all sizes together)
library cell  count
nand2             4
nand2b            1
nor4              7
or4               1
## power breakdown
group	internal, mW	total [mW]	switching [mW]	leakage (nW)
clock network	0	0	0	0
logic	0.0197	0.0287	0.00892	0.146
registers	0	0	0	0
total	0.0197	0.0287	0.00892	0.146
## cell families after synthesis
group / synth area share [%]
simple gates: 100
Power is estimated from default activity; no workload was simulated.
